**./config.mk**
```make
export PLATFORM = sky130hd
export DESIGN_NAME = n_bit_comparator
export DESIGN_NICKNAME = n_bit_comparator
export VERILOG_FILES = /design/flow/design.v
export SDC_FILE = /design/flow/constraint.sdc
export NUM_CORES = 4
export LEC_CHECK = 1
export CORE_AREA = 10 10 84 84
export DIE_AREA = 0 0 94 94
```
**./constraint.sdc**
```tcl
current_design n_bit_comparator

set clk_period 12.2
set clk_io_pct 0.2

create_clock -name clk0 -period $clk_period

set non_clock_inputs [all_inputs -no_clocks]
set_input_delay [expr $clk_period * $clk_io_pct] -clock clk0 $non_clock_inputs
set_output_delay [expr $clk_period * $clk_io_pct] -clock clk0 [all_outputs]
```
**./design.v**
```verilog
module full_adder(
	output sum, cout,
	input a, b, cin
);
assign sum = a^b^cin;
assign cout = a&b | a&cin | b&cin;
endmodule
module n_bit_adder #(
	parameter N = 32
)
(
	output [N-1:0] sum,
	output cout, ov,
	input [N-1:0] a, b,
	input cin
);
logic [N-1:0] c_out;
genvar i;
generate 
	for(i = 0; i < N; i = i+1)
	begin :F1
		if (i == 0)
		begin
			full_adder D0(sum[0], c_out[0], a[0], b[0], cin);
		end
		else
		begin
			full_adder D1(sum[i], c_out[i], a[i], b[i], c_out[i-1]);
		end
	end
endgenerate
assign cout = c_out[N-1];
assign ov = ~(c_out[N-1]^c_out[N-2]);
endmodule
module n_bit_comparator #(
	parameter N = 32
)
(
	output c,
	input [N-1:0] a, b
);
logic [N-1:0] b_comp, difference;
logic cout, ov;
n_bit_twos_comp #(N) D0(b_comp, b);
n_bit_adder #(N) D1(difference, cout, ov, a, b_comp, 0);
assign c = ~difference[N-1];
endmodule
module n_bit_twos_comp #(
	parameter N = 32
)
(
	output [N-1:0] comp,
	input [N-1:0] a
);
logic [N-1:0] temp;
always_comb
begin
	for (int i = 0; i < N; i = i+1)
	begin
		temp[i] = ~a[i];
	end
end
logic cout, ov;
n_bit_adder #(N) D0(comp, cout, ov, temp, 0, 1);
endmodule
```
**./run.sh**
```bash
#!/bin/bash
# OpenROAD 26Q1-2900-gdf79404cd8, Yosys 0.63+post, stock flow scripts
make -C /OpenROAD-flow-scripts/flow DESIGN_CONFIG=/design/flow/config.mk WORK_HOME=/design/flow/orfs finish
```
==> flow_metrics.env <==
# flow metrics
export IMPL_die_x_um=94
export IMPL_grt_busiest_layer="met2"
export IMPL_dieArea_sq_um=8840
export IMPL_vdd_drop_max_mv=0.00971
export IMPL_via_per_inst=4.13
export IMPL_fin_area_sq_um=1700
export IMPL_syn_inst=130
export IMPL_cts_setup_buffers=0
export IMPL_io_buffers=65
export IMPL_clkbuf_count=0
export IMPL_slew_viol_final=0
export IMPL_synth_chip_area_sq_um=910
export IMPL_gp_congestion=0.784
export IMPL_vias=1111
export IMPL_layout_top_cells="64 x clkdlybuf4s50_1, 31 x inv_1, 24 x ha_1"
export IMPL_use_met2_pct=10.3
export IMPL_seqCellArea_sq_um=0
export IMPL_ant_nets=0
export IMPL_largest_area_cell="ha_1"
export IMPL_wire_per_inst_um=10.9
export IMPL_cp_arrival_ns=9.38
export IMPL_syn_area_per_cell_sq_um=7.00
export IMPL_first_global_vias=1116
export IMPL_post_place_ws_ns=-0.206
export IMPL_dp_cells=269
export IMPL_yosysWarnings=3
export IMPL_finalNonFillerCells=269
export IMPL_syn_to_final_growth_pct=86.7
export IMPL_period_minus_slack_ns=11.82
export IMPL_grt_met1_usage_pct=8.35
export IMPL_ys_top_cells_by_area="ha_1 41%, inv_1 13%, a22oi_1 8.3%, o22ai_1 6.9%, nand2_1 4.1%"
export IMPL_cpMostUsedCell="ha_1"
export IMPL_cts_hold_buffers=0
export IMPL_antenna_cells=0
export IMPL_grt_overflow_total=0
export IMPL_fmax_mhz=84.6
export IMPL_grt_usage_pct=6.19
export IMPL_critPathMaxStageDelay_ns=0.48
export IMPL_start_kind="primary input"
export IMPL_fp_util_pct=17.5
export IMPL_status="finished, final reports clean"
export IMPL_use_met3_pct=1.53
export IMPL_setup_viol=0
export IMPL_drive_gt1_share_pct=6.53
export IMPL_hpwl_um=2830
export IMPL_coreArea_sq_um=5200
export IMPL_seq_cell_count=0
export IMPL_placed_area_sq_um=1680
export IMPL_period_used_pct=96.8
export IMPL_slowest_stage="clkdlybuf4s50_1"
export IMPL_worstMarginPinSlew_ns=0.390
export IMPL_first_pass_iters=4
export IMPL_cp_num_buf_inv=3
export IMPL_crit_fanout=2
export IMPL_fin_setup_tns_ns=0
export IMPL_die_size_y_um=94
export IMPL_ioPinCount=65
export IMPL_slew_headroom_pct=73.3
export IMPL_end_kind="output pin"
export IMPL_synth_stat_cells=130
export IMPL_critPathKind="primary input to output pin"
export IMPL_warning_count=32
export IMPL_remaining_drc_errors=0
export IMPL_cp_top_family="adder cells"
export IMPL_finalWorstSetupSlack_ns=0.385
export IMPL_synth_top_cell_area_share_pct=41.3
export IMPL_hold_viol_final=0
export IMPL_netlist_area_sq_um=910
export IMPL_drtIter0Drc=19
export IMPL_worstHoldPathType="primary input to output pin"
export IMPL_power_density_nw_per_um2=26.7
export IMPL_cap_violations=0
export IMPL_rows=26
export IMPL_leakage_nw=0.824
export IMPL_lay_top_count="clkdlybuf4s50_1"
export IMPL_drt_wl_total_um=2950
export IMPL_antenna_found_initial=0
export IMPL_grt_pass1_wl_um=4700
export IMPL_rsz0062_at_grt="false"
export IMPL_grt_max_degree=4
export IMPL_ys_seq_share_pct=0
export IMPL_synth_distinct_cells=22
export IMPL_critical_path_required_ns=9.76
==> cells in the mapped netlist (all sizes together) <==
cell / count
xnor2: 3
a211oi: 2
o31ai: 1
nor2: 10
nand2: 10
o211ai: 3
a222oi: 1
ha: 30
o22ai: 10
o22a: 1
a31oi: 1
nor4: 1
nor3: 3
a22oi: 10
o21bai: 1
inv: 31
o41ai: 1
nand3: 3
o21ai: 5
a221oi: 1
a2111oi: 1
a21oi: 1
==> through the flow <==
step | hold slack (ns) | power (mW) | util (%)
final | 5.71 | 0.0453 | 32.6
after global routing | 5.77 | 0.0509 | 32.6
after CTS | 5.73 | 0.0459 | 32.1
after detailed placement | 6.04 | 0.0463 | 32.2
after global placement | 6.02 | 0.0460 | 32.2
after floorplan | 5.08 | 0.0181 | -
==> worst min-delay path: cells and delay by family <==
| kind | cells | cell delay, ns |
|---|---|---|
| compound gates | 2 | 0.12 |
| buf+inv | 2 | 0.55 |
| xor+xnor | 1 | 0.05 |
| simple gates | 1 | 0.10 |
==> final timing paths <==
path,from,endpoint,slack (ns),depth (start not counted)
worst max-delay path,b[0],c,0.38,37
worst min-delay path,a[30],c,5.71,6
==> kinds of logic (layout without fill, tap and decap cells) <==
kind of cell / Yosys count / after routing / synth area share, %
buffers and inverters: 31 / 100 / 12.8
adders and majority gates: 30 / 30 / 41.3
and+or+nand+nor: 27 / 27 / 12.2
AOI/OAI and AO/OA: 39 / 39 / 30.8
xor gates and xnor gates: 3 / 3 / 2.89
==> timing repair <==
action | in CTS | in global routing
setup endpoints to repair | 1 | 1
endpoints found under the hold margin | 0 | 0
pin swaps | 3 | 4
gates resized | 5 | 6
==> per-layer routing <==
| layer | vias up | wire length [um] |
|---|---|---|
| met5 | - | 0 |
| met4 | 0 | 0 |
| met3 | 0 | 212 |
| met2 | 43 | 1300 |
| met1 | 453 | 1440 |
| li1 | 615 | - |
==> area by class of cell <==
class                      count  area (sq um)
fill                         578          3510
multi-input combinational     99           818
tap                           70          87.6
inverter                      31           116
timing repair buffer          69           676
==> where the power goes <==
part | switching (mW) | internal (mW)
Clock | 0 | 0
Combinational | 0.0158 | 0.0295
Sequential | 0 | 0
Power and IR drop assume default switching activity.
