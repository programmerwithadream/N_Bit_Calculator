**/design/flow/run.sh**
```bash
#!/bin/bash
# OpenROAD 26Q1-2900-gdf79404cd8, Yosys 0.63+post, stock flow scripts
make -C /OpenROAD-flow-scripts/flow DESIGN_CONFIG=/design/flow/config.mk WORK_HOME=/design/flow/orfs finish
```
**/design/flow/constraint.sdc**
```tcl
current_design keypad_scanner

set clk_period 1.9
set clk_io_pct 0.2

create_clock -name clk0 -period $clk_period [get_ports {clk}]

set non_clock_inputs [all_inputs -no_clocks]
set_input_delay [expr $clk_period * $clk_io_pct] -clock clk0 $non_clock_inputs
set_output_delay [expr $clk_period * $clk_io_pct] -clock clk0 [all_outputs]
```
**/design/flow/design.v**
```verilog
module keypad_scanner(
	output [3:0] rawKey,
	output [1:0] keyType,
	output bp,
	output [3:0] col,
	input [3:0] row,
	input clk
);
logic [31:0] counter;
logic [3:0] onehot;
logic [1:0] columnNumber;
logic [2:0] bpCounter;
always_ff @(posedge clk)
begin
	if (bpCounter != 0)
	begin
		if (bpCounter != 3'b111 | row == 4'b1111)
		begin
			bpCounter <= bpCounter + 1;
			bp <= 0;
		end
	end
	else
	begin
		if (row == 4'b1111)
		begin
			columnNumber <= columnNumber + 1;
			case (columnNumber)
			0: onehot <= 4'b0111;
			1: onehot <= 4'b1011;
			2: onehot <= 4'b1101;
			3: onehot <= 4'b1110;
			endcase
		end
		else
		begin
			bp <= 1;
			bpCounter <= bpCounter + 1;
		end
	end
end 
assign col = onehot;
always_comb begin
	if (row != 4'b1111)
	begin
		case (columnNumber)
			0:
			begin
				if (row[0] == 0)
				begin
					rawKey = 14;
				end
				else if (row[1] == 0)
				begin
					rawKey = 7;
				end
				else if (row[2] == 0)
				begin
					rawKey = 4;
				end
				else
				begin
					rawKey = 1;
				end
			end
			3:
			begin
				if (row[0] == 0)
				begin
					rawKey = 0;
				end
				else if (row[1] == 0)
				begin
					rawKey = 8;
				end
				else if (row[2] == 0)
				begin
					rawKey = 5;
				end
				else
				begin
					rawKey = 2;
				end
			end
			2:
			begin
				if (row[0] == 0)
				begin
					rawKey = 15;
				end
				else if (row[1] == 0)
				begin
					rawKey = 9;
				end
				else if (row[2] == 0)
				begin
					rawKey = 6;
				end
				else
				begin
					rawKey = 3;
				end
			end
			1:
			begin
				if (row[0] == 0)
				begin
					rawKey = 13;
				end
				else if (row[1] == 0)
				begin
					rawKey = 12;
				end
				else if (row[2] == 0)
				begin
					rawKey = 11;
				end
				else
				begin
					rawKey = 10;
				end
			end
		endcase
	end
	else
	begin
		rawKey = 0;
	end
end
assign keyType[1] = rawKey[3]&rawKey[2]&rawKey[1];
assign keyType[0] = rawKey[3]&rawKey[2]&~rawKey[1] | rawKey[3]&rawKey[1]&rawKey[0] | rawKey[3]&~rawKey[2]&rawKey[1];
endmodule
```
**/design/flow/config.mk**
```make
export PLATFORM = sky130hd
export DESIGN_NAME = keypad_scanner
export DESIGN_NICKNAME = keypad_scanner
export VERILOG_FILES = /design/flow/design.v
export SDC_FILE = /design/flow/constraint.sdc
export NUM_CORES = 4
export LEC_CHECK = 1
export CORE_AREA = 10 10 84 84
export DIE_AREA = 0 0 94 94
```
==> out/results.txt <==
beginning of the worst hold path = bpCounter[2]
layout cell share with drive strength beyond 1 = 55.9%
placed cell count = 181
count of library flops with an enable pin = 10
Hold WS = 0.571 ns
cell count in the Yosys report = 73
Ports = 16
Cell Pwr Density = 535 nW/um2
Worst Hold End = bpCounter[2]
Max Clock Skew = 0.000755 ns
# rows = 26
filler cell count = 531
initial antenna violation count = 1
largest net degree at the start of global routing = 10
hold depth = 1
Initial DRC Count = 29
worst r2r path cells = 5
Worst R2R End = bp
DP HPWL = 1410 um
fin crit share = 125%
top-count cell post-synth = inv_1
maximum VDD drop = 282 uV
Core Util, Final = 27.3%
first-pass GRT wire length = 3230 um
fmax = 423 MHz
Root Buffer = clkbuf_8
status = finished with violations
PortBufs = 15
Hold WC Path Type = register to register
Avg Vias per Cell = 3.58
Critical Path End Type = primary output
RR Startpoint = bpCounter[0]
detailed-route DRC error count = 0
# Max-Cap Violations = 0
vias in the first global route = 751
setup TNS = -1.68 ns
GR Util All Layers = 4.33%
Yosys Chip Area = 723 um2
Worst-Margin Slew = 0.398 ns
die height = 94 um
crit path DRT = 1.52 ns
setup slack after layout = -0.466 ns
clk buf depth = 2
mapped cell area = 723 um2
worst stage delay on the critical path = 0.45 ns
final hold violation count = 0
gpl congestion = 0.738
slowest cell on the critical path = edfxtp_1
Antenna Nets Post-Route = 0
non-filler cells, final = 198
hold_buf cts = 0
DP Worst Slack = -0.871 ns
Syn Inst Count = 73
Top cell area share = 41.5%
Buf/Inv on CP = 4
synthesized area per cell = 9.91 um2
leakage = 0.624 nW
crit path max fanout = 4
Cell Chain, Critical Path = inv_2, ha_4, buf_6, nor3_4, a311oi_2, o311ai_2, buf_4, a211oi_2, buf_2
cts bufs inserted = 3
relative slew slack = 73.5%
register bit total from synthesis = 10
failing checks = negative setup slack
core box area = 5200 um2
post-synth top area cell = edfxtp_1
global route overflow = 0
DIE WIDTH = 94 um
RSZ-0062 raised after global routing = yes
Placed Area = 1130 um2
worst skew pair latency = 0.22 ns
critical path depth = 9
Finished Cell Area = 1420 um2
DRT Wirelength = 1860 um
FP Util = 13.9%
critical setup path kind = register to primary output
minimum clock period = 2.37 ns
Worst R2R Setup Slack = 0.47 ns
Chip Area = 8840 um2
CTS tree = yes
Cell Type Count = 24
synthesis warning total = 20
clock-pin transition on the worst setup and hold timing paths = 0.04 ns
top cells by area = edfxtp_1 42%, ha_1 17%, inv_1 7.8%
Final Slew Violations = 0
CP startpoint kind = register
worst path arrival time = 1.99 ns
area grow syn2layout = 96.5%
Pre-antenna DRT Iters = 3
via count = 709
asr flop ratio synth = 0%
top_reg_cell synth = edfxtp_1
Avg WL per Cell = 9.39 um
clk sinks = 10
Post-synth seq share = 41.5%
OpenROAD warnings = 34
commonest cells in the netlist = 15 x inv_1, 10 x edfxtp_1, 10 x ha_1
Top Family by Delay on Critical Path = AND-OR/OR-AND gates
CTS H-tree depth = 1
Final setup viols = 6
total power = 0.761 mW
-- metal layers --
layer	GRT usage (%)	part of all wire (%)	wire length, um
met5	0	0	0
met4	0.506	1.2	22
met3	1.13	3.3	62
met2	8.12	52	970
met1	4.87	43	803
-- area by class of cell --
type,instances,area [um2],share of cell area (%)
clock buffer,3,41.3,2.90
tap,70,87.6,6.16
multi-input combinational,47,489,34.4
inverter,15,61.3,4.31
sequential,10,300,21.1
antenna,1,2.50,0.176
timing repair buffer,52,439,30.9
-- worst reg2reg max path: stages, from the launching register on --
cell and delay (ns):
edfxtp_1 0.38, ha_1 0.22, ha_1 0.18, and3_1 0.14
nor2_1 0.09, buf_4 0.14
-- how the worst max path moves through the flow --
stage / startpoint / end / slack, ns
global route: columnNumber[0] / keyType[0] / -0.58
CTS: columnNumber[1] / keyType[0] / -0.46
finish: columnNumber[0] / keyType[0] / -0.47
-- placed cells by master (no fill, tap or decap), drive strengths merged, types with 2 or more instances in the layout --
| cell | n |
|---|---|
| nand4 | 2 |
| inv | 15 |
| a21oi | 5 |
| nand2 | 4 |
| nor2 | 5 |
| edfxtp | 10 |
| buf | 42 |
| dlygate4sd2 | 3 |
| nor3 | 3 |
| clkbuf | 4 |
| ha | 10 |
| clkdlybuf4s50 | 5 |
| and3 | 2 |
| o21ai | 4 |
| nand3 | 2 |
-- state kept, by name (all words and copies together) (netlist names) --
signal,cells
onehot,4
bp,1
columnNumber,2
bpCounter,3
-- logic make-up after synthesis --
| family | after synthesis | synth area share (%) |
|---|---|---|
| compound gates | 15 | 15.6 |
| fa+ha+maj | 10 | 17.3 |
| buf+inv | 16 | 9.34 |
| flops | 10 | 41.5 |
| simple gates | 22 | 16.3 |
-- power breakdown --
group          total, mW  internal [mW]  leakage, nW  switching, mW
Combinational      0.225          0.123        0.507          0.103
Clock              0.203          0.137       0.0216         0.0659
Sequential         0.332          0.314       0.0961         0.0183
Total              0.761          0.574        0.624          0.187
-- repair_timing --
action / in CTS / in global routing
endpoints found under the setup margin: 6 / 10
resized: 56 / 8
pin swaps: 12 / 2
buffers inserted: 12 / 2
endpoints found under the hold margin: 0 / 0
No activity file was given, so power comes from the tool's default toggle rates.
